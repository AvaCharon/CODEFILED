**/design/flow/run.sh**
```bash
#!/bin/bash
# OpenROAD 26Q1-2900-gdf79404cd8, Yosys 0.63+post, stock flow scripts
make -C /OpenROAD-flow-scripts/flow DESIGN_CONFIG=/design/flow/config.mk WORK_HOME=/design/flow/orfs finish
```
**/design/flow/design.v**
```verilog
`timescale 1ns / 1ps
module decoder_38(
    input  wire       clk   ,
	input  wire       rst   ,
	input  wire [2:0] enable,
	input  wire [2:0] switch,
	output reg  [7:0] led
    );
    wire rst_n = ~rst;
    integer i;
    always@(enable or rst_n or switch)begin
        if(rst_n)begin
            if(enable==3'b100)begin
                for(i=0;i<8;i=i+1)begin
                    if(switch==i)led[i]=0;
                    else led[i]=1;
                end
            end 
            else led=8'b11111111;
        end
        else led=8'b11111111;
    end
endmodule
```
**/design/flow/config.mk**
```make
export PLATFORM = sky130hd
export DESIGN_NAME = decoder_38
export DESIGN_NICKNAME = decoder_38
export VERILOG_FILES = /design/flow/design.v
export SDC_FILE = /design/flow/constraint.sdc
export NUM_CORES = 4
export LEC_CHECK = 1
export CORE_AREA = 10 10 70 70
export DIE_AREA = 0 0 80 80
```
**/design/flow/constraint.sdc**
```tcl
current_design decoder_38

set clk_period 2.1
set clk_io_pct 0.2

create_clock -name clk0 -period $clk_period

set non_clock_inputs [all_inputs -no_clocks]
set_input_delay [expr $clk_period * $clk_io_pct] -clock clk0 $non_clock_inputs
set_output_delay [expr $clk_period * $clk_io_pct] -clock clk0 [all_outputs]
```
==> CHANGELOG.md <==
### Metrics

* Outcome: finished clean
* Chip height at 80 um
* Log Warnings at 33
* Largest net degree at the start of global routing at 5
* Num rows at 21
* Yosys Chip Area at ~94 um^2
* WL met1 at 227 um
* VDD IR max at 9.49 uV
* Wirelength per Cell at 6.86 um
* Leakage power at approximately 0.10 nW
* Syn Inst Count at 14
* Routed Antenna Nets at 0
* Layout cells sized above 1 at 13.3%
* Drt pass-1 iters at 3
* Layout filler cell count at 404
* Register area at 0 um^2
* Post-Layout Cell Count at 76
* IO Port Bufs at 15
* DRC Markers at 0
* CTS Hold Bufs at 0
* Slowest stage delay, CP at approximately 0.46 ns
* Most frequent CP cell: clkdlybuf4s50_1
* Final period util at 98.0%
* Starting Density at 2.75%
* Worst slew pin tran at 0.300 ns
* Crit path cell chain: clkdlybuf4s50_1, nor3_1, nand2_1, clkdlybuf4s50_1
* Max-area cell share at 25.3%
* Cell family with most CP delay: buffers and inverters
* Top cells, area: nor4b_4 25%, nand2_1 24%, and4bb_2 13%
* Layout area overhead at 235%
* Syn_area_per_cell at about 6.7 um^2
* Placed cell count at around 76
* Via density at 2.16
* Min Hold Slack at 1.26 ns
* PwrDens at 79.5 nW/um^2
* WP buf/inv at 2
* Vias in the first global route at 137
* Fin. max-slew vios at 0
* Met3 wire length at 113 um
* Distinct lib cells at 8
* Gpl congestion at about 0.76
* Class of the worst hold path: in2out
* Die X-Extent at 80 um
* DRT iter0 DRCs at 4
* Worst-path fanout max at 4
* Clock buf count at 0
* Yosys cell count at 14
* Core area at ~3400 um^2
* Seq cells at 0
* Max-cap viol count at 0
* Fin crit period at 2.06 ns
* Critical path class: in2out
* Setup Buffers After CTS at 0
* Total die area at 6400 um^2
* Syn. warnings at 1
* Worst EP required at 1.68 ns
* Vias at 164
* Worst Setup Start Kind: primary input
* Top Layer Used: met3
* Hpwl dp at approximately 420 um
* Crit end category: output pin
* Top cells by count: 6 x nand2_1, 2 x nand3_1
* Routed WL at 521 um
* Fmax achieved at 486 MHz
* N_diodes at 0
* Crit-path slowest cell: clkdlybuf4s50_1
* Ports at 16
* Comb. cell area at 98.8 um^2
* Synth top cell by count: nand2_1
* Area of the mapped netlist at 93.8 um^2
* Initial antenna violation count at 0
* First-pass GRT wire length at approximately 630 um
* GRT Residual Overflow at 0
* Final Setup Violations at 0
* Wire length on met2 at approximately 180 um
* Final hold violation count at 0
* Slew headroom at 79.9%
* Largest area contributor in the netlist: nor4b_4
* Synth Seq Share at 0%
* RSZ-0062 raised after global routing: no
* Worst Path Arrival at 1.64 ns
* Gr usage total at 1.15%
report_power, final:
part	leakage, nW	internal, mW	switching (mW)
logic	0.103	0.0152	0.00978
registers	0	0	0
clock network	0	0	0
total	0.103	0.0152	0.00978
final timing paths:
check	to	from	cells past startpoint	slack (ns)
worst max-delay path	led[2]	switch[0]	4	0.04
worst min-delay path	led[4]	enable[2]	4	1.26
routing by layer:
layer	GRT usage, %	vias to the layer above
li1	-	83
met1	1.52	67
met2	1.77	14
met3	0.568	0
met4	0	0
met5	0	-
repair_timing:
item	in CTS	in global routing
endpoints found under the hold margin	0	0
resized	7	3
endpoints found under the setup margin	8	5
pin swaps	3	2
kinds of logic after synthesis:
logic type	after synthesis	share of synthesized area [%]
AND/OR/NAND/NOR	14	100
placed cells by master, fill, tap and decap left out:
| master | n |
|---|---|
| clkdlybuf4s50_1 | 6 |
| and4bb_2 | 1 |
| nor2_1 | 1 |
| dlymetal6s2s_1 | 3 |
| nor3_1 | 1 |
| buf_4 | 1 |
| and3b_1 | 1 |
| dlygate4sd2_1 | 6 |
| nor3b_2 | 1 |
| nor4b_4 | 1 |
| nand3_1 | 2 |
| nand2_1 | 6 |
through the flow:
stage	util [%]	power (mW)	area, um^2	setup TNS [ns]	setup WS [ns]
finish	9.19	0.0250	314	0	0.0413
global route	9.19	0.0267	314	0	0.0105
CTS	8.97	0.0253	307	0	0.00209
detailed placement	9.05	0.0274	309	-0.655	-0.112
global placement	9.05	0.0268	309	-0.572	-0.0971
floorplan	-	0.00641	93.8	0	0.886
area by class of cell:
type | instances | area share, %
timing repair buffer | 16 | 50.2
multi-input combinational | 14 | 31.5
tap | 46 | 18.3
Power figures rest on the tool's default switching activity, not on a simulated workload.
